## config.mk

```make
export PLATFORM = sky130hd
export DESIGN_NAME = ctc_core
export DESIGN_NICKNAME = ctc_core
export VERILOG_FILES = /design/flow/design.v
export SDC_FILE = /design/flow/constraint.sdc
export NUM_CORES = 4
export LEC_CHECK = 1
export CORE_UTILIZATION = 30
```

## constraint.sdc

```tcl
current_design ctc_core

set clk_period 3.5
set clk_io_pct 0.2

create_clock -name clk0 -period $clk_period [get_ports {clk}]

set non_clock_inputs [all_inputs -no_clocks]
set_input_delay [expr $clk_period * $clk_io_pct] -clock clk0 $non_clock_inputs
set_output_delay [expr $clk_period * $clk_io_pct] -clock clk0 [all_outputs]
```

## design.v

```verilog
module ctc_core #(
  parameter DWID = 8
)
(
  input                 clk,
  input                 reset_n,
  input                 ce_n,
  input                 cs,
  input                 m1_n,
  input                 rd_n,
  input                 iorq_n,
  input      [DWID-1:0] din,
  output     [DWID-1:0] dout,
  output                oe_n,
  input                 iei,
  output                ieo,
  output                int_n,
  input                 clk_trg,
  output                zc_to
);
  reg    [DWID-1:0] dout;
  reg               oe_n;
  reg               ieo;
  reg               int_n;
  wire              ccw_wstb;
  reg    [DWID-1:0] channel_control_word;
  wire              select_vector_reg  = !din[0] && wstb;
  wire              select_control_reg =  din[0] && wstb;
  wire              bit1_sw_reset      =  channel_control_word[1];
  wire              time_constant_to_follow = din[2] && ccw_wstb;
  wire              bit3_auto_trig     = !channel_control_word[3];  
  wire              bit3_ext_trig      =  channel_control_word[3];  
  wire              bit4_trig_fe       = !channel_control_word[4];  
  wire              bit4_trig_re       =  channel_control_word[4];  
  wire              bit5_prescale16    = !channel_control_word[5];  
  wire              bit5_prescale256   =  channel_control_word[5];  
  wire              bit6_tim_mode      = !channel_control_word[6];
  wire              bit6_cnt_mode      =  channel_control_word[6];
  wire              bit7_int_enable    =  channel_control_word[7];
  wire        [7:0] prescaler_factor = bit5_prescale16 ? 8'h0F : 8'hFF;
  reg    [DWID-1:0] time_constant_word;
  reg    [DWID-1:0] down_counter;
  reg         [7:0] prescaler_counter;
  reg    [DWID-1:0] interrupt_vector_word;
  reg               clk_trg2;
  reg               clk_trg_re;
  reg               clk_trg_fe;
  wire              we1 = cs && rd_n && !iorq_n && !ce_n && m1_n;
  reg               we2;
  wire              wstb = we1 && !we2;
  reg               time_constant_to_follow2;
  wire              tc_wstb  = wstb && time_constant_to_follow2;
  assign            ccw_wstb = wstb && select_control_reg && !time_constant_to_follow2;
  wire              vec_wstb = wstb && select_vector_reg && !time_constant_to_follow2;
  reg               trig_on_time_constant_load;
  wire              read_counter1 = cs && !rd_n && !iorq_n && !ce_n && m1_n;
  reg               read_counter2;
  wire              read_counter_pulse = read_counter1 && !read_counter2;
  wire              read_int_vector1 = cs && !rd_n && !iorq_n && !ce_n && !m1_n;
  reg               read_int_vector2;
  wire              read_int_vector_pulse = read_int_vector1 && !read_int_vector2;
  reg               bit4_trig_re2;
  wire              sw_trig = bit4_trig_re != bit4_trig_re2 && !bit1_sw_reset;
  wire              trig_re_en = (bit6_cnt_mode || bit3_ext_trig) && bit4_trig_re && !bit1_sw_reset;
  wire              trig_fe_en = (bit6_cnt_mode || bit3_ext_trig) && bit4_trig_fe && !bit1_sw_reset;
  reg               trigger_pulse;
  reg               active;
  reg               zc_to;
  reg               zc_to2;
  wire              zc_to_pulse = zc_to && !zc_to2;
  always @(posedge clk or negedge reset_n) begin
    if (!reset_n) begin
      we2                        <= 1'b0;
      read_counter2              <= 1'b0;
      read_int_vector2           <= 1'b0;
      dout                       <= 'h0;
      channel_control_word       <= 'h0;
      time_constant_word         <= 'h0;
      time_constant_to_follow2   <= 1'b0;
      interrupt_vector_word      <= 'h0;
      oe_n                       <= 1'b1;
      ieo                        <= 1'b0;
      int_n                      <= 1'b1;
      clk_trg2                   <= 1'b0;
      clk_trg_re                 <= 1'b0;
      clk_trg_fe                 <= 1'b0;
      trig_on_time_constant_load <= 1'b0;
      trigger_pulse              <= 1'b0;
      down_counter               <= 'h0;
      prescaler_counter          <= 8'h0;
      active                     <= 1'b0;
      bit4_trig_re2              <= 1'b0;
      zc_to                      <= 1'b0;
      zc_to2                     <= 1'b0;
    end
    else begin
      we2    <= we1;  
      read_counter2 <= read_counter1;  
      read_int_vector2 <= read_int_vector1;  
      if (read_counter_pulse) begin
        dout <= down_counter;
        oe_n <= 1'b0;
      end
      else if (read_int_vector_pulse) begin
        dout <= interrupt_vector_word;
        oe_n <= 1'b0;
      end
      else begin
        dout <= 'h0;
        oe_n <= 1'b1;
      end
      if (ccw_wstb && time_constant_to_follow) begin
        time_constant_to_follow2 <= 1'b1;
      end
      else if (tc_wstb) begin
        time_constant_to_follow2 <= 1'b0;
      end
      if (tc_wstb) begin
        time_constant_word <= din - 1;
      end
      if (ccw_wstb) begin
        channel_control_word <= din;
      end
      if (vec_wstb) begin
        interrupt_vector_word <= din;
      end
      trig_on_time_constant_load <= tc_wstb && (bit6_cnt_mode || bit3_auto_trig);
      bit4_trig_re2 <=  bit4_trig_re;
      clk_trg2      <=  clk_trg;
      clk_trg_re    <=  clk_trg && !clk_trg2 && trig_re_en;
      clk_trg_fe    <= !clk_trg &&  clk_trg2 && trig_fe_en;;
      trigger_pulse <= clk_trg_re || clk_trg_fe || trig_on_time_constant_load || sw_trig;
      if (bit1_sw_reset) begin
        active <= 1'b0;
      end
      else if (trigger_pulse) begin
        active <= 1'b1;
      end
      if (!active) begin
        prescaler_counter <= 'h0;
        down_counter <= 'h0;
      end
      else if (bit6_tim_mode) begin
        prescaler_counter <= (prescaler_counter==8'h0) ? prescaler_factor : prescaler_counter - 1;
        if (prescaler_counter==8'h0) begin
          down_counter <= (down_counter=='h0) ? time_constant_word : down_counter - 1;
        end
      end
      else begin  
        if (trigger_pulse) begin
          down_counter <= (down_counter=='h0) ? time_constant_word : down_counter - 1;
        end
      end
      zc_to <= active && down_counter=='h0;
      zc_to2 <= zc_to;
      if (zc_to_pulse) begin
        int_n <= 1'b0;
      end
      else if (read_int_vector_pulse && bit7_int_enable) begin
        int_n <= 1'b1;
      end
    end
  end
endmodule
```

## run.sh

```bash
#!/bin/bash
# OpenROAD 26Q1-2900-gdf79404cd8, Yosys 0.63+post, stock flow scripts
make -C /OpenROAD-flow-scripts/flow DESIGN_CONFIG=/design/flow/config.mk WORK_HOME=/design/flow/orfs finish
```

==> out/qor.csv <==
stage;metric;value;unit
power;Combinational Power Share;32.2;%
sta;max-slew violations;0;
routing;metal3 WL;247;um
sta;setup TNS;0;ps
clocking;Bufs on Longest Clock Path;2;
cells_and_area;most frequent logic cells in the routed design;dfrtp_1, clkdlybuf4s50_1, nor2_1;
routing;Routed wire per std cell;14.3;um
cells_and_area;layout cells sized above 1;17.1;%
power;sequential power share;44.5;%
sta;final setup fails;0;
sta;setup ws final;882;ps
placement;quantity of I/O buffers inserted on ports;26;
clocking;total CTS buffers;9;
routing;ANT nets after route;0;
power;PwrDens;682;nW/um2
routing;Via Count;2038;
power;NetSw;0.835;mW
clocking;number of clock sinks;61;
grt;largest net degree at the start of global routing;39;
clocking;clk latency of the worst-skew pair;330;ps
cells_and_area;final non-filler cell total;403;
yosys;FFs w/ async S/R, synth;100;%
sta;Min Clock Period, post-route;2620;ps
critical_path;crit path DAT;2840;ps
sta;RSZ-0062 raised after global routing;false;
routing;drt drc;0;
routing;total wire length;5780;um
sta;Final Hold Fails;0;
hold_path;hold crit path type;in -> async;
cells_and_area;comb. cell area;1190;um2
routing;wl on met1;2990;um
sta;worst slew pin tran;969;ps
power;Static Leak;1.48;nW
grt;initial antenna violation count;0;
critical_path;CP Launch Type;register;
sta;Setup Skew;6.09;ps
cells_and_area;fillers;916;
routing;highest metal used;met4;
clocking;CTS tree;built;
power;internal power;1.46;mW
floorplan;Rows;35;
outcome;status;finished clean;
critical_path;Critical Path End Type;register;
critical_path;Setup CP Type;reg -> reg;
placement;Post-DP Area;3200;um2
clocking;htree depth;3;
critical_path;Crit path max-delay family;AND-OR/OR-AND gates;
yosys;top_reg_cell synth;dfrtp_1;
floorplan;Chip Area;9820;um2
cells_and_area;most used logic cell in the final layout;dfrtp_1;
floorplan;Init Core Util;30.8;%
placement;DPL Wire Length;3990;um
clocking;postcts setup bufs;0;
floorplan;die height;99.1;um
yosys;Ys Warns;1;
floorplan;I/O pins;29;
placement;Final GP Congestion;0.839;
floorplan;die width;99.1;um
yosys;Mapped Area;2830;um2
yosys;top area contributor share;52.2;%
sta;normalized max-slew margin;34.8;%
routing;drt first-iter violations;121;
yosys;biggest area cells;dfrtp_1, mux2_2, nor2_1;
cells_and_area;Flop area;1530;um2
critical_path;Worst path max stage delay;840;ps
clocking;Root Buffer;clkbuf_8;
critical_path;critical path's slowest cell;o31ai_1;
critical_path;CP bufs+invs;1;
power;Switching Share;36.3;%
critical_path;Crit Path Max Fanout;7;
clocking;clock-pin slew on the worst setup and hold paths;70;ps
yosys;sequential-to-total area share from yosys stat;54.0;%
run;max cap viols;0;
clocking;# resized after CTS;0;
grt;GRT Residual Overflow;0;
yosys;syn avg cell area;11.0;um2
sta;Max Fclk;382;MHz
routing;n_diodes;0;
cells_and_area;post-layout instance area;3370;um2
routing;vias per cell;5.06;
yosys;cells in synth_stat.txt;257;
grt;first-pass GRT wire length;10100;um
critical_path;Critical Path RT;3720;ps
yosys;Post-synth regs;61;
power;maximum vdd drop;0.000316;V
routing;Pre-Repair DR Iteration Count;4;
sta;Tcrit/Tclk final;74.8;%
power;clock share of power;23.3;%
clocking;Hold-fix buffers, CTS;0;
sta;Hold WS;357;ps
yosys;count of different cell masters after synthesis;51;
yosys;YS chip area;2830;um2
routing;WL met2;2480;um
floorplan;core area;9200;um2
grt;vias in the first global route;1997;
yosys;EDFF count, synth;0;
placement;Cells after DPL;387;
cells_and_area;area grow syn2layout;19.2;%
grt;Total GRT Usage;13.2;%
yosys;Post-Synthesis Cells;257;
placement;Placement Setup Slack;617;ps
critical_path;cells along the critical path;inv_1, ha_1, or3b_2, o31ai_1, a31oi_1, a31o_2;
run;tool warning count;28;
yosys;Yosys top cell by area;dfrtp_1;
## flip-flops by register name, summed over array words and instances (netlist names), 6 cells and up
name and flops:
channel_control_word 6, dout 8, down_counter 8, interrupt_vector_word 8, prescaler_counter 8, time_constant_word 8
## synthesized netlist by cell type, types with 3 or more instances
cell type  instances
nor2_1            20
inv_1             15
a21oi_1           14
nand3_1            5
nor3_1            10
mux2i_1            7
dfrtp_1           59
ha_1               5
nand2_1           14
nor4_1             6
clkbuf_1           7
a31oi_1            3
or3_1              4
o21ai_0           11
mux2_2            16
xnor2_1            4
xor2_1             3
or4_1              3
a22o_1             8
## power groups by stage
| stage | registers, mW | clock network (mW) | logic, mW |
|---|---|---|---|
| after CTS | 1.02 | 0.557 | 0.738 |
| after global routing | 1.05 | 0.586 | 0.828 |
| final | 1.02 | 0.536 | 0.740 |
## cell type report
class | instances | area share (%)
Inverter | 15 | 1.67
Multi-Input combinational cell | 170 | 35.4
Timing Repair Buffer | 30 | 8.46
Tap cell | 111 | 4.12
Clock buffer | 10 | 3.79
Clock inverter | 6 | 1.15
Sequential cell | 61 | 45.4
## stage by stage
step	total power, mW	utilization, %
after floorplan	1.58	-
after global placement	1.76	34.8
after detailed placement	1.77	34.8
after CTS	2.32	36.7
after global routing	2.47	36.7
final	2.30	36.7
## per-layer routing
| metal | vias to the layer above | global-route usage [%] |
|---|---|---|
| li1 | 987 | - |
| met1 | 1005 | 21.5 |
| met2 | 41 | 19.4 |
| met3 | 5 | 3.15 |
| met4 | 0 | 1.13 |
| met5 | - | 0 |
## path summary, 6_finish.rpt
path                                 startpoint               endpoint  slack (ps)  depth (start not counted)
max reg2reg                prescaler_counter[0]        down_counter[4]         880                          6
min in group clk0                         zc_to                 zc_to2         410                          0
max                        prescaler_counter[0]        down_counter[4]         880                          6
max in group asynchronous               reset_n  time_constant_word[2]        2250                          2
min reg2reg                               zc_to                 zc_to2         410                          0
min                                     reset_n   prescaler_counter[5]         360                          1
## cells by family after synthesis
| logic type | share of synthesized area, % |
|---|---|
| mux | 8.85 |
| simple gates | 15.2 |
| buf+inv | 3.72 |
| xor+xnor | 2.17 |
| flops | 54.0 |
| compound gates | 13.7 |
| other cells | 0.133 |
| fa+ha+maj | 2.21 |
Power and IR drop assume default switching activity.
